## flow/run.sh

```bash
#!/bin/bash
# OpenROAD 26Q1-2900-gdf79404cd8, Yosys 0.63+post, stock flow scripts
make -C /OpenROAD-flow-scripts/flow DESIGN_CONFIG=/design/flow/config.mk WORK_HOME=/design/flow/orfs finish
```

## flow/config.mk

```make
export PLATFORM = sky130hd
export DESIGN_NAME = Adder
export DESIGN_NICKNAME = Adder
export VERILOG_FILES = /design/flow/design.v
export SDC_FILE = /design/flow/constraint.sdc
export NUM_CORES = 4
export LEC_CHECK = 1
export CORE_AREA = 10 10 107 107
export DIE_AREA = 0 0 117 117
```

## flow/constraint.sdc

```tcl
current_design Adder

set clk_period 18.1
set clk_io_pct 0.2

create_clock -name clk0 -period $clk_period

set non_clock_inputs [all_inputs -no_clocks]
set_input_delay [expr $clk_period * $clk_io_pct] -clock clk0 $non_clock_inputs
set_output_delay [expr $clk_period * $clk_io_pct] -clock clk0 [all_outputs]
```

## flow/design.v

```verilog
module Adder(
    src1_i,
	src2_i,
	sum_o
	);
input  [32-1:0]  src1_i;
input  [32-1:0]	 src2_i;
output [32-1:0]	 sum_o;
wire    [32-1:0]	 sum_o;
assign sum_o = src1_i + src2_i;
endmodule
```

==> notes.org <==
#+TITLE: Flow metrics

** Run status
- Run status :: completed

** Worst setup path
- Worst EP required :: 14.48 ns
- Worst Setup EP :: sum_o[26]
- Of all nets on the critical path, the largest fanout is 4.
- STA classifies the critical path startpoint as an input port.
- Worst Path Arrival :: 6.61 ns
- Launching instance or port of the critical path :: src1_i[0]
- Capturing element type of the critical path :: output port
- The critical path in this run is classified as in -> out.

** Die
- In this run the core area contains 35 standard-cell rows.
- 96 I/O pins were placed.
- Core Area :: 9200 um^2
- The overall die size recorded for this design is 13700 um^2.
- In the floorplan report the effective utilization is 0.190.
- Measured along the x axis, the die boundary spans 117 um.
- The die is 117 um tall.

** STA
- Final Setup Violations :: 0
- In the final report, the number of pins over their slew limit comes to 0.
- For the final routed database, the setup TNS stands at 0 ns.
- Looking at the max-slew report, the worst-margin pin has a slew of 0.562 ns.
- Min cycle time layout :: 10.23 ns
- Headroom to the max-slew limit came out at 0.616.
- Setup repair after global routing left no endpoint under its margin.
- Final worst-path setup slack :: 7.87 ns
- Maximum clock frequency :: 0.0977 GHz
- In the finished design, the share of the clock period the worst path needs comes to 0.565.
- Count of final hold-check violations :: 0

** Detailed routing
- Met1 wire length :: 2840 um
- Routed length on met3 :: 661 um
- The violation tally recorded at the end of detailed-routing iteration 0 is 83.
- Antenna Nets Post-Route :: 0
- Final wirelength :: 6400 um
- Per the detail_route report, routed wire per instance is 14.6 um.
- Number of antenna diodes :: 0
- Number of remaining DRC errors :: 0
- Per the detail_route report, the via count comes to 2120.
- Topmost layer with routed signal wires :: met4
- The routed design shows a via density per instance of 4.85.
- WL met2 :: 2880 um
- First-pass detailed-route iteration total :: 6

** Power
- Leakage component of the power :: 1.18 nW
- The worst VDD IR drop from the latest analysis is 0.0000152 V.
- Dividing total power by cell area gives a power density of 38.8 nW/um^2.

** GRT
- All-Layer GR Usage :: 0.0895
- The first global-routing pass estimated 10200 um of wire.
- Remaining Overflow, GRT :: 0
- Via count of the first global-routing pass :: 2103
- Entering global routing, the biggest net connects 11 pins.
- The initial antenna violation count is 0.

** Place
- Count of placed standard cells including taps :: 437
- As logged by OpenROAD, the buffers inserted on ports number 96.
- The wire-length estimate of the detail-placed layout is 5600 um.
- Setup slack after placement :: 7.87 ns
- Routability congestion estimate from global placement :: 0.828

** Yosys
- Portion of the post-synthesis area used by sequential elements :: 0
- The area recorded from the Yosys report for this design is 1740 um^2.
- Cell area after synthesis :: 1740 um^2
- In the Yosys report the total cell count is 241.
- Each instance of the synthesized netlist takes up on average 7.24 um^2.
- Counting every instance in the synthesized netlist gives 241.
- The number of different library cells used by synthesis comes to 50.
- The warning tally printed by Yosys for this design is 0.

** Clocking
- Post-CTS setup repair buffer count :: 0
- CTS-repair resized insts :: 0
- Hold-fix buffers at CTS :: 0

** Finish
- Area used by sequential logic in the layout :: 0 um^2
- Leaving out filler cells and counting taps, the final layout contains 437.
- In this run the layout overhead on the synthesized area is reported as 60.5%.
- Fraction of layout instances using a drive strength above 1 :: 0.0307
- Sequential cells placed in the final layout were counted as 0.
- Clock buffers in the final layout number 0.

** Run
- Number of warnings in the stage logs :: 32
- Max-cap violations :: 0

** Min path
- Origin of the worst min-delay path :: src2_i[0]
- Hold crit path type :: in -> out
## cells by family (layout without fill, tap and decap cells)
kind of cell | after synthesis | after routing | share of synthesized area
xor gates and xnor gates | 28 | 28 | 0.141
adders and majority gates | 32 | 32 | 0.234
AOI/OAI and AO/OA | 97 | 97 | 0.393
buffers and inverters | 17 | 102 | 0.0380
muxes | 2 | 2 | 0.0115
and+or+nand+nor | 65 | 65 | 0.183
## worst max-delay path, stage by stage
cell,delay (ns)
sky130_fd_sc_hd__clkdlybuf4s50_1,0.41
sky130_fd_sc_hd__ha_1,0.24
sky130_fd_sc_hd__fa_1,0.40
sky130_fd_sc_hd__a21o_1,0.22
sky130_fd_sc_hd__a31o_2,0.28
sky130_fd_sc_hd__nand3_1,0.09
sky130_fd_sc_hd__o221ai_1,0.24
sky130_fd_sc_hd__a311oi_1,0.36
sky130_fd_sc_hd__o21bai_1,0.11
sky130_fd_sc_hd__xor2_1,0.14
sky130_fd_sc_hd__clkdlybuf4s50_1,0.50
## metal layers
metal | track usage | vias to the layer above
li1 | - | 1092
met1 | 0.114 | 963
met2 | 0.151 | 63
met3 | 0.0304 | 2
met4 | 0.00247 | 0
met5 | 0 | -
## power by group
group          switching [mW]  leakage [nW]  total, mW  internal [mW]
clock network               0             0          0              0
registers                   0             0          0              0
logic                  0.0442          1.18      0.109         0.0645
total                  0.0442          1.18      0.109         0.0645
## synth_stat cells (3+ instances only)
cell                       count  area (um^2)
sky130_fd_sc_hd__nand2_1      18         67.6
sky130_fd_sc_hd__xor2_1       15          131
sky130_fd_sc_hd__nor3_1        4         20.0
sky130_fd_sc_hd__o21ai_0      13         65.1
sky130_fd_sc_hd__o211ai_1      3         22.5
sky130_fd_sc_hd__nand4_1       8         50.1
sky130_fd_sc_hd__nand3_1      10         50.1
sky130_fd_sc_hd__a21o_1       19          143
sky130_fd_sc_hd__clkbuf_1      8         30.0
sky130_fd_sc_hd__or2_2         3         18.8
sky130_fd_sc_hd__a211oi_1      3         22.5
sky130_fd_sc_hd__a31oi_1       3         18.8
sky130_fd_sc_hd__xnor2_1      13          114
sky130_fd_sc_hd__o21bai_1      4         30.0
sky130_fd_sc_hd__a21oi_1      29          145
sky130_fd_sc_hd__ha_1         31          388
sky130_fd_sc_hd__nor2_1       12         45.0
sky130_fd_sc_hd__inv_1         6         22.5
## through the flow
step | util | instance area, um^2 | hold slack, ns | power (mW)
floorplan | - | 1740 | 7.31 | 0.0513
global placement | 0.304 | 2800 | 8.27 | 0.109
detailed placement | 0.304 | 2800 | 8.28 | 0.109
CTS | 0.304 | 2800 | 8.28 | 0.110
global route | 0.304 | 2800 | 8.31 | 0.121
finish | 0.304 | 2800 | 8.27 | 0.109
## how the worst min path moves through the flow
stage,to,slack (ns),cells after the start
after CTS,sum_o[0],8.28,3
after global routing,sum_o[0],8.31,3
final,sum_o[0],8.27,3
## cell usage in the layout (no fill, tap or decap), types with 2 or more instances in the layout
| cell type | n |
|---|---|
| sky130_fd_sc_hd__xnor2_1 | 13 |
| sky130_fd_sc_hd__clkdlybuf4s50_1 | 96 |
| sky130_fd_sc_hd__o211ai_1 | 3 |
| sky130_fd_sc_hd__o21bai_1 | 4 |
| sky130_fd_sc_hd__nor3_1 | 4 |
| sky130_fd_sc_hd__o21a_1 | 2 |
| sky130_fd_sc_hd__o311ai_1 | 2 |
| sky130_fd_sc_hd__inv_1 | 6 |
| sky130_fd_sc_hd__nand4_1 | 8 |
| sky130_fd_sc_hd__a21oi_1 | 29 |
| sky130_fd_sc_hd__nor2_1 | 12 |
| sky130_fd_sc_hd__nand3_1 | 10 |
| sky130_fd_sc_hd__a31oi_1 | 3 |
| sky130_fd_sc_hd__o21ai_0 | 13 |
| sky130_fd_sc_hd__mux2i_1 | 2 |
| sky130_fd_sc_hd__nand2_1 | 18 |
| sky130_fd_sc_hd__a311oi_1 | 2 |
| sky130_fd_sc_hd__a21o_1 | 19 |
| sky130_fd_sc_hd__xor2_1 | 15 |
| sky130_fd_sc_hd__a211oi_1 | 3 |
| sky130_fd_sc_hd__or2_2 | 3 |
| sky130_fd_sc_hd__ha_1 | 31 |
| sky130_fd_sc_hd__o221ai_1 | 2 |
| sky130_fd_sc_hd__nand2b_1 | 2 |
## layout make-up
type | count | area, um^2
inverter | 6 | 22.5
multi-input combinational | 224 | 1680
timing repair buffer | 96 | 961
tap | 111 | 139
fill | 985 | 6400
Power figures rest on the tool's default switching activity, not on a simulated workload.
