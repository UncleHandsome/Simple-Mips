==> design/flow/design.v <==
`timescale 1ns / 1ps
module Data_Memory
(
	clk_i,
	addr_i,
	data_i,
	MemRead_i,
	MemWrite_i,
	data_o
);
input				clk_i;
input	[31:0]		addr_i;
input	[31:0]		data_i;
input				MemRead_i;
input				MemWrite_i;
output	[31:0] 		data_o;
reg		[31:0]		data_o;
reg		[7:0]		Mem 			[0:127];	 
integer				i;
wire	[31:0]		memory			[0:31];
assign  memory[0] = {Mem[3], Mem[2], Mem[1], Mem[0]};
assign  memory[1] = {Mem[7], Mem[6], Mem[5], Mem[4]};
assign  memory[2] = {Mem[11], Mem[10], Mem[9], Mem[8]};
assign  memory[3] = {Mem[15], Mem[14], Mem[13], Mem[12]};
assign  memory[4] = {Mem[19], Mem[18], Mem[17], Mem[16]};
assign  memory[5] = {Mem[23], Mem[22], Mem[21], Mem[20]};
assign  memory[6] = {Mem[27], Mem[26], Mem[25], Mem[24]};
assign  memory[7] = {Mem[31], Mem[30], Mem[29], Mem[28]};
assign  memory[8] = {Mem[35], Mem[34], Mem[33], Mem[32]};
assign  memory[9] = {Mem[39], Mem[38], Mem[37], Mem[36]};
assign  memory[10] = {Mem[43], Mem[42], Mem[41], Mem[40]};
assign  memory[11] = {Mem[47], Mem[46], Mem[45], Mem[44]};
assign  memory[12] = {Mem[51], Mem[50], Mem[49], Mem[48]};
assign  memory[13] = {Mem[55], Mem[54], Mem[53], Mem[52]};
assign  memory[14] = {Mem[59], Mem[58], Mem[57], Mem[56]};
assign  memory[15] = {Mem[63], Mem[62], Mem[61], Mem[60]};
assign  memory[16] = {Mem[67], Mem[66], Mem[65], Mem[64]};
assign  memory[17] = {Mem[71], Mem[70], Mem[69], Mem[68]};
assign  memory[18] = {Mem[75], Mem[74], Mem[73], Mem[72]};
assign  memory[19] = {Mem[79], Mem[78], Mem[77], Mem[76]};
assign  memory[20] = {Mem[83], Mem[82], Mem[81], Mem[80]};
assign  memory[21] = {Mem[87], Mem[86], Mem[85], Mem[84]};
assign  memory[22] = {Mem[91], Mem[90], Mem[89], Mem[88]};
assign  memory[23] = {Mem[95], Mem[94], Mem[93], Mem[92]};
assign  memory[24] = {Mem[99], Mem[98], Mem[97], Mem[96]};
assign  memory[25] = {Mem[103], Mem[102], Mem[101], Mem[100]};
assign  memory[26] = {Mem[107], Mem[106], Mem[105], Mem[104]};
assign  memory[27] = {Mem[111], Mem[110], Mem[109], Mem[108]};
assign  memory[28] = {Mem[115], Mem[114], Mem[113], Mem[112]};
assign  memory[29] = {Mem[119], Mem[118], Mem[117], Mem[116]};
assign  memory[30] = {Mem[123], Mem[122], Mem[121], Mem[120]};
assign  memory[31] = {Mem[127], Mem[126], Mem[125], Mem[124]};
initial begin
	for(i=0; i<128; i=i+1)
		Mem[i] = 8'b0;
end 
always@(posedge clk_i) begin
    if(MemWrite_i) begin
		Mem[addr_i+3] <= data_i[31:24];
		Mem[addr_i+2] <= data_i[23:16];
		Mem[addr_i+1] <= data_i[15:8];
		Mem[addr_i]   <= data_i[7:0];
	end
end
always@(addr_i or MemRead_i) begin
	if(MemRead_i)
		data_o = {Mem[addr_i+3], Mem[addr_i+2], Mem[addr_i+1], Mem[addr_i]};
end
endmodule
==> design/flow/run.sh <==
#!/bin/bash
# OpenROAD 26Q1-2900-gdf79404cd8, Yosys 0.63+post, stock flow scripts
make -C /OpenROAD-flow-scripts/flow DESIGN_CONFIG=/design/flow/config.mk WORK_HOME=/design/flow/orfs finish
==> design/flow/config.mk <==
export PLATFORM = sky130hd
export DESIGN_NAME = Data_Memory
export DESIGN_NICKNAME = Data_Memory
export VERILOG_FILES = /design/flow/design.v
export SDC_FILE = /design/flow/constraint.sdc
export NUM_CORES = 4
export LEC_CHECK = 1
export CORE_UTILIZATION = 50
==> design/flow/constraint.sdc <==
current_design Data_Memory

set clk_period 10.4
set clk_io_pct 0.2

create_clock -name clk0 -period $clk_period [get_ports {clk_i}]

set non_clock_inputs [all_inputs -no_clocks]
set_input_delay [expr $clk_period * $clk_io_pct] -clock clk0 $non_clock_inputs
set_output_delay [expr $clk_period * $clk_io_pct] -clock clk0 [all_outputs]
==> changes_impl.md <==
## Implementation

- Met3 Routed Length: ~110000 um
- Cell Type Count: 81
- Cts repair resizes: 0
- Post-synth ARST share: 0%
- Slowest stage delay, CP: around 760 ps
- Drt first pass iters: 9
- H-tree Lvls: 4
- Endpoints left unconstrained: roughly 64
- Max-slew violations: 0
- First-pass GRT wire length: roughly 760000 um
- Leakage power: 38.4 nW
- Run status: completed
- Yosys top cell by instances: mux2i_1
- Total gr overflow: 0
- Core footprint: 0.202 mm^2
- Register pins left without a clock: 32
- FP Rows: roughly 170
- P&R area growth vs syn: 7.12%
- Hold EP: Mem[83][5]
- Setup TNS: 0 ps
- Port bufs: ~73
- Endpoints failing hold: 0
- # DRC: 0
- Critical Path AT: roughly 7500 ps
- RD Place Congestion: around 1.2
- Dpl ws: between 3000 and 4000 ps
- Met1 WL: around 170000 um
- Slew at the pin with the worst max-slew slack: 1200 ps
- Post-synth top area cell: edfxtp_1
- Root buffer cell: clkbuf_16
- Top cell area share: 30.2%
- Reg clk slew, reported paths: 60 ps
- Iteration-0 DRC Markers: 11500
- CTS Hold Bufs: 0
- HPWL after DPL: 385000 um
- Synthesized area: ~0.10 mm^2
- Hold path startpoint: data_i[5]
- Routed wire per std cell: between 40 and 50 um
- Overall power: between 0.01 and 0.015 W
- FP Core Util: between 50% and 60%
- Met2 WL post-DR: between 200000 and 250000 um
- Ports: around 99
- Post-layout minimum cycle time: between 7000 and 8000 ps
- # Post-CTS Setup Buffers: 0
- Max_cap viols: 0
- Setup CP Type: in -> reg
- Routed vias: between 90000 and 100k
- Layout fillers: around 17000
- Layout cells sized above 1: about a quarter
- CP Launch Type: input port
- Tcrit/Tclk final: between 60% and 70%
- Pwr Density: 121 mW/mm^2
- Initial antenna violation count: between 80 and 90
- Top cells, area: edfxtp_1 30%, mux4_2 23%, mux2i_1 12%
- Final setup violation count: 0
- Largest net degree at the start of global routing: approximately 120
- WHS Path Cells: 3
- Worst path slowest cell: ha_2
- Yosys synthesis chip area: 0.102 mm^2
- Setup crit end kind: register
- Ys cells: roughly 9400
- Clock buffer count from CTS: 130
- Maximum clock frequency: approximately 140 MHz
- Ys flops: 1056
- Max clock buf depth: 3
- RSZ-0062 raised after global routing: no
- Drt via density: ~8.0
- Yosys warns: 1
- Log Warnings: ~62
- Dominant flop cell: edfxtp_1
- Post-route worst setup slack: between 3000 and 4000 ps
- Hold Path Class: in -> reg
- Remaining antenna violation count: 0
- Total GRT Usage: around 59%
- Rel. slew slack: between 10% and 20%
- DIE AREA: 0.205 mm^2
- Max FO, Critical Path: about 43
- WP data required: ~11000 ps
- Die W: ~450 um
- Uppermost layer routed: met5
- Max rail drop VDD: just under 0.2 mV
- Die height: around 450 um
- Vias in the first global route: between 80000 and 90000
- Post-synth EDFFs: ~1000
- Cell Chain, Critical Path: buf_8, inv_2, ha_2, buf_4, and2_2, nand2_1, nor2_2, buf_4, nand2_1, nand3_1
- Top cells by count, synth: 1233 x mux2i_1, 1031 x mux4_2, 1024 x edfxtp_1
- Post-Syn Instances: approximately 9400
- Post-Route WL: approximately 570000 um
- Average cell area after synthesis: approximately 11 um^2
- CTS tree: yes
-- per-stage QoR --
step / instance area, um^2 / utilization (%) / cells / hold WS (ps)
after floorplan: 102000 / - / 9411 / 2570
after global placement: 105000 / 51.8 / 11400 / 2550
after detailed placement: 105000 / 51.8 / 11400 / 2550
after CTS: 109000 / 53.8 / 11700 / 1680
after global routing: 109000 / 53.9 / 11700 / 1740
final: 109000 / 53.9 / 11700 / 1710
-- worst max path at each step --
stage          from    endpoint  slack, ps  depth (start not counted)
4_1_cts   addr_i[2]  Mem[29][1]       3910                          9
6_report  addr_i[0]  Mem[66][1]       3350                         10
5_1_grt   addr_i[2]  Mem[27][6]       3560                          9
-- cell families (layout without fill, tap and decap cells) --
logic type / count (synthesis) / after routing / share of synthesized area, %
flip-flops: 1024 / 1024 / 30.2
AND-OR/OR-AND: 2502 / 2502 / 15.0
AND/OR/NAND/NOR: 1886 / 1886 / 8.53
XOR/XNOR: 15 / 15 / 0.159
other: 0 / 94 / 0
adder cells (fa/ha/maj): 7 / 7 / 0.0861
buffers and inverters: 1159 / 730 / 4.79
latches: 32 / 32 / 0.472
multiplexers: 2786 / 2786 / 40.7
-- power by group --
group	internal, W	switching [W]
Clock	0.00253	0.00197
Sequential	0.00467	0.000107
Combinational	0.00124	0.00266
Total	0.00844	0.00474
-- registers in the layout, summed over array words and instances, names as in the netlist --
register	count
Mem	1024
data_o	32
-- critical path: cells and delay by family --
family / cells / cell delay, ps
adders and majority gates: 1 / 760
and+or+nand+nor: 5 / 2700
buffers and inverters: 4 / 1830
-- layer usage --
metal  GRT usage [%]  vias to the layer above
li1                -                    36500
met4            42.5                      120
met3            46.3                     2548
met2            76.0                     9284
met5            19.1                        -
met1            64.5                    45900
-- cells in the final DEF (no fill, tap or decap), drive strengths merged, types with 41 or more instances in the layout --
| cell | count |
|---|---|
| buf | 456 |
| clkbuf | 168 |
| edfxtp | 1024 |
| mux2 | 522 |
| nand2 | 1002 |
| nand3 | 159 |
| diode | 94 |
| nand4 | 41 |
| mux4 | 1031 |
| nor3 | 63 |
| a21oi | 575 |
| o22ai | 613 |
| or4 | 82 |
| nor2 | 438 |
| a21o | 512 |
| mux2i | 1233 |
| o21ai | 595 |
| clkinv | 52 |
-- layout make-up --
class | count | area [um^2] | area share (%)
Inverter | 6 | 32.5 | 0.0299
Clock inverter | 65 | 537 | 0.493
Multi-Input combinational cell | 7196 | 66000 | 60.6
Antenna cell | 94 | 235 | 0.216
Tap cell | 2672 | 3340 | 3.07
Sequential cell | 1056 | 31200 | 28.7
Timing Repair Buffer | 491 | 4080 | 3.74
Clock buffer | 168 | 3480 | 3.19
Power and IR drop assume default switching activity.
